`flow/design.v`:
```
module ALUS #(
    parameter INPUT_PRIORITY = "A", FULL_ADDER = "ON"
) (
    input clk, cin, serial_in,
    input [2:0] A, B, opcode, 
    input red_op_A, red_op_B, bypass_A, bypass_B, direction,
    output reg [15:0]leds, 
    output reg [5:0]out 
);
    always @(posedge clk) begin
        leds <= 0;
        if (bypass_A && bypass_B) begin
            if (INPUT_PRIORITY=="A")
                out <= A;
            else if (INPUT_PRIORITY=="B")
                out <= B;
        end
        else if (bypass_A)
            out <= A;
        else if (bypass_B)
            out <= B;
        else if (opcode==3'b000) begin
            if (red_op_A&&red_op_B) begin
                if (INPUT_PRIORITY=="A")
                    out <= &A;
                else if (INPUT_PRIORITY=="B")
                    out <= &B;
            end
            else if (red_op_A)
                out <= &A;
            else if (red_op_B)
                out <= &B;
            else
                out <= A & B;
        end 
        else if (opcode==3'b001) begin
            if (red_op_A&&red_op_B) begin
                if (INPUT_PRIORITY=="A") out <= ^A;
                else if (INPUT_PRIORITY=="B") out <= ^B;
            end
            else if (red_op_A)
                out <= ^A;
            else if (red_op_B)
                out <= ^B;
            else
                out <= A ^ B;
        end 
        else if (red_op_A||red_op_B) begin
            leds <= ~leds;
            out <= 0;
        end
        else if (opcode==3'b010) begin
            if (FULL_ADDER=="ON") 
                out <= A + B + cin;
            else if (FULL_ADDER=="OFF")
                out <= A + B;
        end 
        else if (opcode==3'b011)
            out <= A * B;
        else if (opcode==3'b100)
            out <= (direction)? {out[4:0],serial_in}:{serial_in,out[5:1]};
        else if (opcode==3'b101) 
            out <= (direction)? {out[4:0],out[5]}:{out[0],out[5:1]};
        else if (opcode==3'b110 || opcode==3'b111) begin
            leds <= ~leds;
            out <= 0;
        end
    end
endmodule
module Register #(
    parameter INPUT_PRIORITY = "A", FULL_ADDER = "ON"
) (
    input clk, rst, cin, serial_in,
    input [2:0] A, B, opcode, 
    input red_op_A, red_op_B, bypass_A, bypass_B, direction,
    output [15:0]leds,
    output reg [5:0]out 
);
    reg cin_reg, serial_in_reg;
    reg [2:0] A_reg, B_reg, opcode_reg;
    reg red_op_A_reg, red_op_B_reg, bypass_A_reg, bypass_B_reg, direction_reg;
    wire [5:0]out_reg;
    always @(posedge clk or posedge rst) begin
        if (rst) begin
            cin_reg <= 0;
            serial_in_reg <= 0;
            A_reg <= 0;
            B_reg <= 0;
            opcode_reg <= 0;
            red_op_A_reg <= 0;
            red_op_B_reg <= 0;
            bypass_A_reg <= 0;
            bypass_B_reg <= 0;
            direction_reg <= 0;
            out <= 0;
        end
        else begin
            cin_reg <= cin;
            serial_in_reg <= serial_in;
            A_reg <= A;
            B_reg <= B;
            opcode_reg <= opcode;
            red_op_A_reg <= red_op_A;
            red_op_B_reg <= red_op_B;
            bypass_A_reg <= bypass_A;
            bypass_B_reg <= bypass_B;
            direction_reg <= direction;
            out <= out_reg;
        end
    end
    ALUS #(
    .INPUT_PRIORITY(INPUT_PRIORITY), .FULL_ADDER(FULL_ADDER)
    )alu(
        clk, cin_reg, serial_in_reg, A_reg, B_reg, opcode_reg, 
        red_op_A_reg, red_op_B_reg, bypass_A_reg, bypass_B_reg, direction_reg, 
        leds, out_reg 
    );
endmodule
```
`flow/run.sh`:
```
#!/bin/bash
# OpenROAD 26Q1-2900-gdf79404cd8, Yosys 0.63+post, stock flow scripts
make -C /OpenROAD-flow-scripts/flow DESIGN_CONFIG=/design/flow/config.mk WORK_HOME=/design/flow/orfs finish
```
`flow/config.mk`:
```
export PLATFORM = sky130hd
export DESIGN_NAME = Register
export DESIGN_NICKNAME = Register
export VERILOG_FILES = /design/flow/design.v
export SDC_FILE = /design/flow/constraint.sdc
export NUM_CORES = 4
export LEC_CHECK = 1
export CORE_UTILIZATION = 40
```
`flow/constraint.sdc`:
```
current_design Register

set clk_period 3.0
set clk_io_pct 0.2

create_clock -name clk0 -period $clk_period [get_ports {clk}]

set non_clock_inputs [all_inputs -no_clocks]
set_input_delay [expr $clk_period * $clk_io_pct] -clock clk0 $non_clock_inputs
set_output_delay [expr $clk_period * $clk_io_pct] -clock clk0 [all_outputs]
```
==> COMMIT_EDITMSG <==
Refresh implementation metrics

- Mapped Area: 0.00193 mm2
* Final hold slack: 367 ps
- Count of placed standard cells including taps: roughly 260
* Clock network fraction of total power: 34.1%
* Width of the die: 71.4 um
- Min-Delay Path Class: reg2reg
* Cell with the biggest individual delay on the critical path: fa_1
- Headroom to the max-slew limit: 48.1%
- Number of antenna-violating nets in the routed design: 0
* Most area-hungry cell type in the Yosys netlist: dfrtp_1
- Sequence of cells on the critical path: ha_1, inv_1, fa_1, inv_1, ha_1, fa_1, nor2b_1, o21ai_0, o311a_1
- Routed wire length: 3570 um
- Most common library cell in the layout ignoring fill and taps: clkdlybuf4s50_1
- Routed wire length on met2: 1670 um
* Maximum cell stage delay along the critical path: 520 ps
* Floorplan row count: 24
- After synthesis, the share of flip-flops with an asynchronous set or reset is 50.0%.
- The routed layout reports a DRC error count of 0.
* Setup repair after global routing missed its margin: false
* Fin. Hold Viols: 0
- For this sky-water flow run, the detailed-routed wirelength per cell is reported as 13.2 um.
- Sum of overflow across all layers after global routing: 0
* Biggest area contributors in the synthesized netlist: dfrtp_1 29%, dfxtp_1 20%, ha_1 7.8%
- Switching share of power: about a quarter
- Data on the critical path arrives at its endpoint at roughly 2600 ps.
* Clock sink count: 44
- Placement Setup Slack: 616 ps
- Flop area: just over 0.001 mm2
- The register with the most flip-flops in the layout has 16 of them.
* Worst Path Max Fanout: 6
- Input and output buffers added on the ports amount to 39.
- Mean number of vias per cell: about 5.1
* Number of I/O pins: 40
- Pins over their slew limit in the final report were tallied at 0.
- CTS tree: built
* Unique cell type count in the Yosys netlist: around 48
- The initial utilization of the core area, before any placement, comes to 42.8%.
* Average instance area after synthesis: between 10 and 15 um2
- Final setup slack of the worst path: around 600 ps
* Area of the synthesized netlist per yosys stat: 0.00193 mm2
- The H-tree was split into 2 levels.
- After clock tree synthesis, the repair step resized 0 gates.
- TritonRoute pass-1 iters: 21
* Die area: 0.00510 mm2
- The warning tally printed by Yosys for this design is 2.
- Power, Total: 1.23 mW
* Top cells excl fill/tap: 39 x clkdlybuf4s50_1, 23 x nor2_1, 22 x dfrtp_1, 19 x dfxtp_1, 12 x ha_1
- After its last routability iteration, the placer logged a weighted congestion of 0.868.
- As reported, the later end of the worst-skew pair has a clock insertion delay of 300 ps.
- At the worst endpoint, the required time is 3240 ps.
- Once iteration 0 of detailed routing completed, the report listed about 47 DRC markers.
* Fmax: 417 MHz
- Setup Total Neg Slack: 0 ps
- In the detailed route, the total length drawn on met3 is ~190 um.
- Share of synthesized area occupied by flip-flops and latches: 53.0%
- Crit path buffers/inverters: 2
- The floorplan step set the die height to roughly 70 um.
* Crit Path Class: reg2reg
- Max-Cap Viols: 0
- Slew at the pin closest to its max-slew limit: 777 ps
- Global routing used 15.6% of the available tracks across all layers.
- According to the dpl log, the detail-placed design has an HPWL of 2720 um.
- Cell Int Power: 0.934 mW
- Leakage component of the power: roughly 1.1 nW
* Skew final: 8.73 ps
- Synthesis produced a netlist whose cell count is 177.
- STA classifies the critical path startpoint as a register.
- After synthesis, the largest area contributor takes up 28.6% of total cell area.
- Entering global routing, the biggest net connects 23 pins.
- Total of endpoints with negative setup slack in the final report: 0
- The finished layout holds 270 standard cells, fillers aside.
* Count of flip-flops with a built-in enable after synthesis: 3
- Reg power frac: a little over half
- Metal1 wirelength: 1640 um
* Clock slew at the register clock pins of the worst setup and hold paths: ~80 ps
- Total of fill cells in the finished design: 385
* # Cells Yosys: 177
- Total setup buffers inserted after CTS: 0
- Signal routing reaches up to met4.
- Clock buffer count from CTS: 5
- Core Footprint: 0.00450 mm2
- Critical Path End Type: register
- Comb. cell area: about 830 um2
* Min Tclk post-route: 2400 ps
- The synthesized design contains 44 register bits.
- Across the VDD grid, the largest voltage drop is around 0.32 mV.
- Once layout is done, the placed cells without fillers occupy 0.00246 mm2.
- Initial antenna violation count: 0
- The final critical path takes up 79.9% of the cycle.
- Syn-to-layout area delta: 27.6%
- Total power density per cell area: 500 mW/mm2
- P_sw: between 0.2 and 0.3 mW
- In the final layout, the share of cells above drive strength 1 is approximately 5.5%.
- Main synth FF type: dfrtp_1
* Cell Area, Placed: 0.00235 mm2
- The tree is rooted in a clkbuf_8.
- Fraction of power consumed by combinational cells: 12.6%
- The run finished with clean final reports.
- Ant. Diodes: 0
- Number of global-route vias before repair: 1345
* Hold-fix buffers, CTS: 0
- The clock passes through at most 2 buffers.
- The kind of cell with the highest combined delay along the critical path is adder cells.
- Final core occ: 54.5%
- The routed layout has approximately 1400 vias.
- The first global-routing pass estimated 6130 um of wire.
- Across all stage logs, warnings added up to 25.
==> power groups by stage <==
| stage | combinational (mW) | sequential, mW | clock [mW] |
|---|---|---|---|
| after CTS | 0.158 | 0.655 | 0.432 |
| after global routing | 0.177 | 0.660 | 0.462 |
| final | 0.155 | 0.655 | 0.419 |
==> cells by family after synthesis <==
logic type	count (synthesis)	share of synthesized area (%)
compound gates	27	10.4
xor+xnor	6	2.73
fa+ha+maj	16	11.4
buf+inv	18	4.16
flops	44	53.0
mux	5	2.66
other cells	1	0.195
simple gates	60	15.4
==> final timing paths <==
kind	slack (ps)	from	to	cells after the start
worst max-delay path	600	B_reg[1]	alu.out[3]	9
worst min-delay path	370	alu.out[3]	out[3]	0
worst max register to register	600	B_reg[1]	alu.out[3]	9
worst min register to register	370	alu.out[3]	out[3]	0
max in group asynchronous	1770	rst	out[1]	2
min in group asynchronous	740	rst	bypass_A_reg	2
==> synthesized netlist by cell type, types with 2 or more instances <==
library cell	n
nand3_1	2
a21oi_1	2
and2_1	4
dfxtp_1	19
nand2b_1	2
o21ai_0	6
xnor2_1	3
ha_1	12
inv_1	10
a211o_1	2
nand4_1	2
edfxtp_1	3
xor2_1	3
nor2_1	23
nor2b_1	6
a21o_1	2
fa_1	3
o211ai_1	3
mux2i_1	4
dfrtp_1	22
clkbuf_1	5
o221ai_1	2
nand2_1	10
nor3_1	3
==> per-layer routing <==
layer	track usage, %	vias up
met5	0	-
met4	3.11	0
met2	23.7	37
met3	3.99	8
met1	23.9	650
li1	-	685
==> area by class of cell <==
type | count | share of cell area (%)
Clock buffer | 6 | 3.82
Clock inverter | 2 | 0.662
Inverter | 10 | 1.53
Multi-Input combinational cell | 117 | 33.9
Sequential cell | 44 | 41.6
Tap cell | 52 | 2.65
Timing Repair Buffer | 39 | 15.9
Power and IR drop assume default switching activity.
